File: run.sh
#!/bin/bash
# OpenROAD 26Q1-2900-gdf79404cd8, Yosys 0.63+post, stock flow scripts
make -C /OpenROAD-flow-scripts/flow DESIGN_CONFIG=/design/flow/config.mk WORK_HOME=/design/flow/orfs finish
File: config.mk
export PLATFORM = sky130hd
export DESIGN_NAME = d_ff_chain
export DESIGN_NICKNAME = d_ff_chain
export VERILOG_FILES = /design/flow/design.v
export SDC_FILE = /design/flow/constraint.sdc
export NUM_CORES = 4
export LEC_CHECK = 1
export CORE_AREA = 10 10 70 70
export DIE_AREA = 0 0 80 80
export SYNTH_HDL_FRONTEND = slang
File: constraint.sdc
current_design d_ff_chain

set clk_period 1.0
set clk_io_pct 0.2

create_clock -name clk0 -period $clk_period [get_ports {clk}]

set non_clock_inputs [all_inputs -no_clocks]
set_input_delay [expr $clk_period * $clk_io_pct] -clock clk0 $non_clock_inputs
set_output_delay [expr $clk_period * $clk_io_pct] -clock clk0 [all_outputs]
File: design.v
module d_ff
(
    input logic     d,
    input logic     RSTn,
    input logic     clk,
    output logic    q
);
always_ff @(posedge clk or negedge RSTn)
begin
if(!RSTn)
begin
  q <= 1'b0;
end
else
begin
  q <= d;
end
end
endmodule
module d_ff_chain #(integer numBit = 16)
(
  input logic     d,
  input logic     RSTn,
  input logic     clk,
  output logic    q
);
logic[numBit:0] support;
genvar i;
generate
for(i = 0; i < numBit; i = i + 1)
begin
  d_ff d_ff_i (.d(support[i]), .RSTn(RSTn), .clk(clk), .q(support[i+1]));
end
endgenerate
assign support[0] = d;
assign q = support[numBit];
endmodule
==> impl_table.tex <==
% Implementation results table
\begin{tabular}{lr}
\hline
Metric & Value \\
\hline
\multicolumn{2}{l}{\textbf{Timing}} \\
Highest clock rate & approximately 1100 MHz \\
Share of the cycle needed by the critical path after routing & between 90\% and 100\% \\
Total negative slack for setup checks & 0 ns \\
Worst slew slack as a fraction of its limit & between 90\% and 100\% \\
Clock skew & between 0.0005 and 0.0006 ns \\
Shortest period the worst path allows & roughly 0.93 ns \\
Number of max-slew violations in the final report & 0 \\
Final setup viols & 0 \\
Final hold viol count & 0 \\
Setup repair after global routing missed its margin & no \\
Slew of the pin with the lowest slew margin & 0.116 ns \\
\multicolumn{2}{l}{\textbf{Worst setup path}} \\
Arr. time, crit path & between 0.7 and 0.8 ns \\
Startpoint of the most critical register-to-register path & genblk1[8].d\_ff\_i.q \\
Critical Path Sink Type & output pin \\
Worst reg2reg endpoint & genblk1[9].d\_ff\_i.q \\
Path depth of the worst reg2reg path & 0 \\
Family with the most delay on the worst path & flip-flops \\
Required time at the endpoint of the critical path & $\sim$0.80 ns \\
Sort of element at the start of the critical path & flip-flop \\
Worst path max stage delay & $\sim$0.36 ns \\
Cell with the largest stage delay on the worst path & sky130\_fd\_sc\_hd\_\_dfrtp\_1 \\
Setup slack of the worst register-to-register path & $\sim$0.52 ns \\
CP bufs+invs & 1 \\
Kind of critical path & reg2out \\
Max FO, Critical Path & 1 \\
Critical Path, Cell by Cell & buf\_2 \\
\multicolumn{2}{l}{\textbf{Cells and area}} \\
Post-layout util & $\sim$15\% \\
Max reg flops & 16 \\
Comb. cell area & 0 um2 \\
Biggest registers after layout & genblk1.d\_ff\_i.q: 16 flops \\
Final Instance Area & around 530 um2 \\
Comb\_multi\_in & 0 \\
Fraction of layout cells with a size suffix above 1 & a little over a fifth \\
Number of standard cells in the layout, taps in and fillers out & slightly below 70 \\
Most frequent logic cell in the layout & sky130\_fd\_sc\_hd\_\_dfrtp\_1 \\
Area growth syn-to-layout & 31.3\% \\
Reg with most FFs & genblk1.d\_ff\_i.q \\
Commonest cells after routing, fill and taps aside & 16 x sky130\_fd\_sc\_hd\_\_dfrtp\_1, 3 x sky130\_fd\_sc\_hd\_\_clkbuf\_4, 2 x sky130\_fd\_sc\_hd\_\_clkdlybuf4s50\_1, 1 x sky130\_fd\_sc\_hd\_\_buf\_2, 1 x sky130\_fd\_sc\_hd\_\_buf\_12 \\
\multicolumn{2}{l}{\textbf{Synth}} \\
Synthesis-stage register bit count & 16 \\
Post-Syn Area per Cell & 25.0 um2 \\
Chip Area, Yosys & between 400 and 500 um2 \\
Adder-cell area share of the yosys netlist & 0\% \\
Simple share & 0\% \\
AO/OA Area Share & 0\% \\
Mux cell area share after synthesis & 0\% \\
Netlist area before placement & about 400 um2 \\
Unique masters post-synth & 1 \\
Cells in synth\_stat.txt & 16 \\
Post-Synth XOR/XNOR Area & 0\% \\
Cell count after synthesis & 16 \\
Sequential-to-total area share from yosys stat & about 100\% \\
Yosys Warn Count & 0 \\
\multicolumn{2}{l}{\textbf{Hold path}} \\
Class of the tightest hold or removal check & in2async \\
\multicolumn{2}{l}{\textbf{Floorplan}} \\
Chip area & 6400 um2 \\
Overall die height & 80 um \\
Row count & 21 \\
Floorplan-stage core utilization & between 10\% and 20\% \\
Boundary pin count & 4 \\
Core box area & around 3400 um2 \\
Chip Width & 80 um \\
\multicolumn{2}{l}{\textbf{Place}} \\
\# port buffers & 3 \\
Number of placed cells counting well taps & about 66 \\
Instance area after placement & 508 um2 \\
Routability Congestion & 0.714 \\
\multicolumn{2}{l}{\textbf{Clock network}} \\
Clock tree from TritonCTS & built \\
Clock insertion delay at the later pin of the skew report & 0.27 ns \\
Buffers inserted by post-CTS timing repair & 0 \\
CTS HTree Levels & 1 \\
Clock Root Buffer & sky130\_fd\_sc\_hd\_\_clkbuf\_4 \\
Clock sink total & 16 \\
Total CTS buffers & 3 \\
Clock tree buffer depth & 2 \\
Clock transition at the registers of the reported paths & roughly 0.080 ns \\
\multicolumn{2}{l}{\textbf{GRT}} \\
Met1 Track Usage GR & under 10\% \\
GRT Max-Usage Layer & met1 \\
Total global routing overflow & 0 \\
Antenna violations before repair & 0 \\
Met2 Usage GRT & 1.85\% \\
Number of global-route vias before repair & between 150 and 200 \\
Fraction of met3 tracks used by global routing & 1.93\% \\
GRT Total Usage & between 1.5 and 2\% \\
Pin count of the biggest net entering global routing & 17 \\
First-pass GRT wire length & 759 um \\
\multicolumn{2}{l}{\textbf{Run}} \\
OpenROAD warning count & 25 \\
Max cap viols & 0 \\
\multicolumn{2}{l}{\textbf{Pwr}} \\
Leakage power & between 0.0002 and 0.00025 uW \\
Internal power & $\sim$830 uW \\
Portion of total power attributed to sequential cells & between 60\% and 70\% \\
Clock share of power & a little under a third \\
Peak supply drop & a little over 1 mV \\
Combinational share of power & $\sim$2.9\% \\
Total power density per cell area & between 1500 and 2000 nW/um2 \\
Sw Share & 18.7\% \\
Switching power & between 150 and 200 uW \\
\multicolumn{2}{l}{\textbf{Detailed routing}} \\
DRC violation count after routing & 0 \\
Number of vias after detailed routing & 144 \\
Final wirelength & about 400 um \\
Vias per cell & 2.09 \\
First-pass DRT Iterations & 2 \\
Starting DRC count in detailed routing & 14 \\
Number of nets with antenna violations after detailed routing & 0 \\
Diode count & 0 \\
WL/cell & $\sim$6 um \\
\multicolumn{2}{l}{\textbf{Run status}} \\
Outcome & finished clean \\
\hline
\end{tabular}
## worst max-delay path by stage
stage | startpoint | endpoint | slack, ns | cells past startpoint
CTS | genblk1[15].d_ff_i.q | q | 0.06 | 1
global route | genblk1[15].d_ff_i.q | q | 0.02 | 1
finish | genblk1[15].d_ff_i.q | q | 0.07 | 1
## area by class of cell
class	instances	area [um2]
Tap cell	46	57.6
Fill cell	380	2890
Clock buffer	3	22.5
Timing Repair Buffer	4	45.0
Sequential cell	16	400
## kinds of logic (layout without fill, tap and decap cells)
logic type  Yosys count  count (layout)
buf+inv               0               7
flops                16              16
## metal layers
layer  routed length, um  vias up
met5                   0        -
met4                   0        0
met3                  65        0
met2                 124        6
met1                 222       76
li1                    -       62
## power groups by stage
stage	combinational (uW)	sequential, uW	clock, uW
6_report	29.4	687	310
5_1_grt	33.6	690	356
4_1_cts	30.5	688	316
## metrics by stage
stage / power, uW / hold WS [ns] / setup WS (ns)
6_report: 1030 / 0.253 / 0.0667
2_1_floorplan: 696 / -0.0956 / 0.488
3_5_place_dp: 733 / 0.336 / 0.0436
5_1_grt: 1080 / 0.270 / 0.0249
4_1_cts: 1030 / 0.257 / 0.0553
3_3_place_gp: 730 / 0.335 / 0.0396
## cells in the mapped netlist
master / count / share of area, %
sky130_fd_sc_hd__dfrtp_1: 16 / 100
## timing repair
item / in CTS / in global routing
gates resized: 3 / 0
hold buffers: 0 / 0
endpoints found under the setup margin: 1 / 0
Power is estimated from default activity; no workload was simulated.
