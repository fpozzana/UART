**config.mk**
```make
export PLATFORM = sky130hd
export DESIGN_NAME = d_reg_en
export DESIGN_NICKNAME = d_reg_en
export VERILOG_FILES = /design/flow/design.v
export SDC_FILE = /design/flow/constraint.sdc
export NUM_CORES = 4
export LEC_CHECK = 1
export CORE_AREA = 10 10 87 87
export DIE_AREA = 0 0 97 97
export SYNTH_HDL_FRONTEND = slang
```
**constraint.sdc**
```tcl
current_design d_reg_en

set clk_period 1.1
set clk_io_pct 0.2

create_clock -name clk0 -period $clk_period [get_ports {clk}]

set non_clock_inputs [all_inputs -no_clocks]
set_input_delay [expr $clk_period * $clk_io_pct] -clock clk0 $non_clock_inputs
set_output_delay [expr $clk_period * $clk_io_pct] -clock clk0 [all_outputs]
```
**design.v**
```verilog
module d_reg_en #(integer numBit = 16)
(
    input logic[numBit-1:0]     d,
    input logic                 en,
    input logic                 RSTn,
    input logic                 clk,
    output logic[numBit-1:0]    q
);
always_ff @(posedge clk or negedge RSTn)
begin
if(!RSTn)
begin
  q <= {numBit{1'b0}};
end
else if(en == 1'b1)
begin
  q <= d;
end
end
endmodule
```
**run.sh**
```bash
#!/bin/bash
# OpenROAD 26Q1-2900-gdf79404cd8, Yosys 0.63+post, stock flow scripts
make -C /OpenROAD-flow-scripts/flow DESIGN_CONFIG=/design/flow/config.mk WORK_HOME=/design/flow/orfs finish
```
==> results.ini <==
[run_status]
status=completed

[pwr]
vdd_drop_max_mv=0.5650
powerDensity_nw_per_um2=1220
p_leak_uw=0.0005673

[final_timing]
fin_crit_ns=1.031
worstMarginPinSlew_ns=0.2211
rsz0062_at_grt=no
fmax_ghz=0.9698
hold_viol=0
period_used_share=0.9374
finalMaxSlewViolations=0
clock_skew_ns=0
setup_violations=0
slew-limit-headroom=0.8526
layout_setup_ws_ns=0.06891

[cells_and_area]
reg.largest.list=q x16
drive_above_1_share=0.4253
largest_register_ffs=16
nFillCells=571
comb_area_um2=217.7
syn2layout_area_growth_pct=95.18
seq_area_um2=400.4
finalInstanceArea_um2=1267
top_register=q

[setup_path]
arrival_ns=0.81
worstSetupEndpointType=output pin
cp_slowest_cell=dfrtp_1
cp_cell_sequence=clkdlybuf4s15_1
crit_buf_inv=1
required_ns=0.88
critPathLaunch=q[15]
max_stage_delay_ns=0.38
crit_fanout=2
cpLargestDelayFamily=flip-flops
critPathKind=register to output pin
critPathLaunchType=register
reg2reg_from=q[4]

[yosys]
synth-edff-count=0
yosys-stat-area_um2=649.4
yosys-top-cells-count=16 x dfrtp_1, 10 x mux2_4, 6 x mux2_2, 1 x buf_12, 1 x buf_6
synth.avg_cell_area_um2=19.10
postSynthSeqShare=0.6166
netlist_instances=34
most_common_cell=dfrtp_1
yosys_most_used_dff=dfrtp_1
topCellsByArea=dfrtp_1 62%, mux2_4 23%, mux2_2 10%
yosys_cells=34
ys.flops=16
top_area_frac=0.6166
synth_area_um2=649.4
top_area_cell=dfrtp_1
yosys.cell_types.count=5
async_flop_share=1.000
ys_warn_count=0

[drt]
dr.pass1.iters=3
drt_wl_total_um=1850
drtIter0Drc=8
drt.antenna.violating_nets=0
diodes=0
drcViolationCount=0
vias_per_cell=3.088
vias=491
post_drt_wl_per_cell_um=11.64

[floorplanning]
fp_util=0.1151
dieArea_um2=9409
fp.dieH_um=97
ioPinCount=35
core_um2=5642
fp.dieW_um=97
num_rows=27

[place]
post-place-ws_ns=-0.2893
numPortBuffers=34
gp_congestion=0.7304
placed_area_um2=1076
hpwl_um=1342

[clocking]
cts_tree=built
cts-htree-levels=1
clock-root-buffer=clkbuf_8
path_clk_slew_ns=0.06
numCtsBuffers=3
clk_latency_ns=0.25
cts_sinks=16
clockBufferDepth=2

[global_route]
grt_util_all_layers=0.03974
grt_pass1_vias=547
grt_start_max_net_pins=17
grt-ovfl-total=0
antenna_found_initial=0
grt_first_pass_wirelength_um=2994

[hold_path]
hold_path_class=primary input to async pin

[run]
warnings=25
cap_violations=0

[power by group]
part	internal [uW]	switching (uW)
Combinational	277	80.3
Sequential	648	30.7
Clock	317	193
Total	1240	304
[kinds of logic (layout without fill, tap and decap cells)]
group	after synthesis	in the layout	share of synthesized area
buf+inv	2	55	0.04817
flops	16	16	0.6166
mux	16	16	0.3352
[path summary, 6_finish.rpt]
path | end | slack, ns | cells after the start
hold / removal | q[10] | 0.31 | 2
min in group clk0 | q[3] | 0.51 | 1
setup reg to reg | q[4] | 0.10 | 3
setup / recovery | q[15] | 0.07 | 1
max in group asynchronous | q[11] | 0.62 | 2
hold reg to reg | q[3] | 0.51 | 1
[through the flow]
stage | total power (uW) | hold slack, ns | util | TNS (ns) | cells
2_1_floorplan | 773.7 | -0.07559 | - | 0 | 34
3_3_place_gp | 983.7 | 0.4942 | 0.1907 | -3.860 | 140
3_5_place_dp | 988.5 | 0.4942 | 0.1907 | -4.134 | 140
4_1_cts | 1542 | 0.2947 | 0.2158 | 0 | 154
5_1_grt | 1638 | 0.3278 | 0.2247 | 0 | 159
6_report | 1546 | 0.3061 | 0.2247 | 0 | 159
[layer usage]
| layer | part of all wire | global-route usage | up-vias |
|---|---|---|---|
| met3 | 0.14 | 0.03152 | 2 |
| met5 | 0 | 0 | - |
| met1 | 0.47 | 0.05181 | 235 |
| li1 | - | - | 223 |
| met4 | 0.0043 | 0.002255 | 0 |
| met2 | 0.38 | 0.05215 | 31 |
[area by class of cell]
cell class | count | area share
clock buffers | 4 | 0.04344
well taps | 72 | 0.07108
multi-input cells | 16 | 0.1718
repair buffers | 51 | 0.3978
flip-flops and latches | 16 | 0.3159
[cell usage in the layout, fill, tap and decap left out]
cell type        Yosys  layout
clkdlybuf4s50_1      0      17
dfrtp_1             16      16
mux2_4              10      10
buf_12               1       1
clkdlybuf4s15_1      0      16
mux2_2               6       6
buf_4                0      15
clkbuf_8             0       4
dlygate4sd2_1        0       1
bufbuf_16            0       1
[repair_timing]
action / in CTS / in global routing
gates resized: 23 / 10
buffers inserted: 9 / 5
setup endpoints to repair: 22 / 10
hold buffers: 0 / 0
gates cloned: 1 / 0
Power is estimated from default activity; no workload was simulated.
