File: /design/flow/config.mk
export PLATFORM = sky130hd
export DESIGN_NAME = UART_top
export DESIGN_NICKNAME = UART_top
export VERILOG_FILES = /design/flow/design.v
export SDC_FILE = /design/flow/constraint.sdc
export NUM_CORES = 4
export LEC_CHECK = 1
export CORE_UTILIZATION = 30
export SYNTH_HDL_FRONTEND = slang
File: /design/flow/constraint.sdc
current_design UART_top

set clk_period 6.6
set clk_io_pct 0.2

create_clock -name clk0 -period $clk_period [get_ports {clk}]

set non_clock_inputs [all_inputs -no_clocks]
set_input_delay [expr $clk_period * $clk_io_pct] -clock clk0 $non_clock_inputs
set_output_delay [expr $clk_period * $clk_io_pct] -clock clk0 [all_outputs]
File: /design/flow/design.v
module d_ff
(
    input logic     d,
    input logic     RSTn,
    input logic     clk,
    output logic    q
);
always_ff @(posedge clk or negedge RSTn)
begin
if(!RSTn)
begin
  q <= 1'b0;
end
else
begin
  q <= d;
end
end
endmodule
module d_ff_en
(
    input logic          d,
    input logic          en,
    input logic          RSTn,
    input logic          clk,
    output logic         q
);
always_ff @(posedge clk or negedge RSTn)
begin
if(!RSTn)
begin
  q <= 1'b0;
end
else if(en == 1'b1)
begin
  q <= d;
end
end
endmodule
module d_reg #(integer numBit = 16)
(
    input logic[numBit-1:0]     d,
    input logic                 RSTn,
    input logic                 clk,
    output logic[numBit-1:0]    q
);
always_ff @(posedge clk or negedge RSTn)
begin
if(!RSTn)
begin
  q <= {numBit{1'b0}};
end
else
begin
  q <= d;
end
end
endmodule
module debouncer #(parameter stable_time_cc =  10)
(
  input logic               clk,
  input logic               RSTn,
  input logic               button_in,
  output logic              button_out
);
logic d_ff_out_one;
logic d_ff_out_two;
d_ff first_d_ff (.d(button_in),
                 .RSTn(RSTn),
                 .clk(clk),
                 .q(d_ff_out_one)
);
d_ff second_d_ff (.d(d_ff_out_one),
                 .RSTn(RSTn),
                 .clk(clk),
                 .q(d_ff_out_two)
);
logic xor_d_ff;
assign xor_d_ff = d_ff_out_one ^ d_ff_out_two;
parameter COUNT        = 3'b001,
          THRESHOLD    = 3'b010,
          RESET        = 3'b100;
logic[2:0] state, next_state;
logic enable_out;
logic[31:0] counter;
always_comb
begin
  case(state)
    COUNT :
    begin
      if(counter == stable_time_cc - 1)
        next_state = THRESHOLD;
      else if(xor_d_ff == 1'b1)
        next_state = RESET;
      else
        next_state = COUNT;
    end
    THRESHOLD :
    begin
      next_state = COUNT;
    end
    RESET :
    begin
      if(xor_d_ff == 1'b1)
        next_state = RESET;
      else
        next_state = COUNT;
    end
    default :
      next_state = COUNT;
    endcase
end
always_ff @(posedge clk or negedge RSTn)
begin
  if (RSTn == 1'b0)
  begin
    counter     <= 32'b0;
    enable_out  <= 1'b0;
  end
  else
  case(state)
    COUNT :
    begin
      counter     <= counter + 1'b1;
      enable_out  <= 1'b0;
    end
    THRESHOLD :
    begin
      counter     <= 32'b0;
      enable_out  <= 1'b1;
    end
    RESET :
    begin
      counter     <= 32'b0;
      enable_out  <= 1'b0;
    end
    default :
    begin
      counter     <= 32'b0;
      enable_out  <= 1'b0;
    end
  endcase
end
always_ff @(posedge clk or negedge RSTn)
begin
  if (RSTn == 1'b0)
    state <= COUNT;
  else
    state <= next_state;
end
d_ff_en last_d_ff (.d(d_ff_out_two),
                   .en(enable_out),
                   .RSTn(RSTn),
                   .clk(clk),
                   .q(button_out)
);
endmodule
module one_shot
(
  input logic               clk,
  input logic               RSTn,
  input logic               sig_in,
  output logic              sig_out
);
logic first_out, second_out, third_out, inverted_third;
d_ff first_d_ff (.d(sig_in),
                 .RSTn(RSTn),
                 .clk(clk),
                 .q(first_out)
);
d_ff second_d_ff (.d(first_out),
                 .RSTn(RSTn),
                 .clk(clk),
                 .q(second_out)
);
d_ff third_d_ff (.d(second_out),
                 .RSTn(RSTn),
                 .clk(clk),
                 .q(third_out)
);
assign inverted_third = ~third_out;
assign sig_out = inverted_third & second_out;
endmodule
module rx_fsm #(parameter divisor = 10,
                parameter rx_num_bits = 8,
                parameter parity = 0)
(
  input logic               clk,
  input logic               RSTn,
  output logic[7:0]         data_out,
  input logic               RX
);
logic sampled_RX;
always_ff @(posedge clk or negedge RSTn)
begin
  if (RSTn == 1'b0)
    sampled_RX <= 1'b1;
  else
    sampled_RX <= RX;
end
logic[31:0] div_param, half_div_param;
logic[3:0] num_bits;
logic parity_bit;
logic[rx_num_bits-1:0] rx_data;
assign div_param = divisor;
assign half_div_param  = {1'b0, div_param[31:1]};
assign num_bits = rx_num_bits;
if(parity == 0)
  assign parity_bit = ^rx_data;
else
  assign parity_bit = ~(^rx_data);
parameter IDLE         = 3'b000,
          SYNC         = 3'b001,
          RX_BIT       = 3'b010,
          RX_STOP      = 3'b011,
          RX_START     = 3'b100,
          RX_PARITY    = 3'b101;
logic[2:0] state, next_state;
logic rx_sig;
logic[31:0] baud_count;
logic[3:0] bit_count;
logic start_done;
logic parity_rx_bit;
logic frame_error;
logic parity_error;
always_comb
begin
  case(state)
    IDLE :
    begin
      if(sampled_RX == 1'b1)
        next_state = IDLE;
      else
        next_state = SYNC;
    end
    SYNC :
    begin
      if(bit_count == num_bits)
        if(baud_count == div_param - 32'b1)
          next_state = RX_PARITY;
        else
          next_state = SYNC;
      else if(bit_count == num_bits + 1)
        if(baud_count == div_param - 32'b1)
          next_state = RX_STOP;
        else
          next_state = SYNC;
      else if(start_done == 1'b0)
        if(baud_count == half_div_param - 32'b1)
          next_state = RX_START;
        else
          next_state = SYNC;
      else
        if(baud_count == div_param - 32'b1)
          next_state = RX_BIT;
        else
          next_state = SYNC;
    end
    RX_BIT :
    begin
      next_state = SYNC;
    end
    RX_STOP :
    begin
      next_state = IDLE;
    end
    RX_START :
    begin
      next_state = SYNC;
    end
    RX_PARITY :
    begin
      next_state = SYNC;
    end
    default :
      next_state = IDLE;
    endcase
end
always_ff @(posedge clk or negedge RSTn)
begin
  if (RSTn == 1'b0)
  begin
    baud_count <= 32'b0;
    bit_count  <= 4'b0;
    start_done <= 1'b0;
    rx_data    <= 8'b0;
  end
  else
  case(state)
    IDLE :
    begin
      baud_count <= 32'b0;
      bit_count  <= 4'b0;
      start_done <= 1'b0;
    end
    SYNC :
    begin
      baud_count <= baud_count + 32'b1;
      bit_count  <= bit_count;
      start_done <= start_done;
    end
    RX_BIT :
    begin
      rx_data[bit_count] <= sampled_RX;
      baud_count <= 32'b0;
      bit_count  <= bit_count + 4'b1;
      start_done <= start_done;
    end
    RX_STOP :
    begin
      baud_count <= 32'b0;
      bit_count  <= 4'b0;
      start_done <= start_done;
    end
    RX_START :
    begin
      baud_count <= 32'b0;
      bit_count  <= 4'b0;
      start_done <= 1'b1;
    end
    RX_PARITY :
    begin
      parity_rx_bit <= sampled_RX;
      baud_count <= 32'b0;
      bit_count  <= bit_count + 4'b1;
      start_done <= start_done;
    end
    default :
    begin
      baud_count <= 32'b0;
      bit_count  <= 4'b0;
      start_done <= 1'b0;
    end
  endcase
end
always_ff @(posedge clk or negedge RSTn)
begin
  if (RSTn == 1'b0)
    state <= IDLE;
  else
    state <= next_state;
end
assign data_out = rx_data;
endmodule
module UART_top #(parameter debounce_period_Hz = 1000000,
                  parameter clk_divisor = 1000000,
                  parameter num_bits = 8,
                  parameter parity = 0)
(
  input logic               clk,
  input logic               RSTn,
  input logic               start,
  input logic[7:0]          data_in,
  output logic[7:0]         data_out,
  input logic               RX,
  output logic              TX
);
logic button_debounced, one_shot_out;
debouncer #(debounce_period_Hz)
debouncer (.clk(clk),
                     .RSTn(RSTn),
                     .button_in(start),
                     .button_out(button_debounced)
);
one_shot one_shot (.clk(clk),
                   .RSTn(RSTn),
                   .sig_in(button_debounced),
                   .sig_out(one_shot_out)
);
tx_fsm #(.divisor(clk_divisor), .tx_num_bits(num_bits), .parity(parity))
tx_fsm (.clk(clk),
        .RSTn(RSTn),
        .start(one_shot_out),
        .data_in(data_in),
        .TX(TX)
);
rx_fsm #(.divisor(clk_divisor), .rx_num_bits(num_bits), .parity(parity))
rx_fsm (.clk(clk),
        .RSTn(RSTn),
        .data_out(data_out),
        .RX(RX)
);
endmodule
module tx_fsm #(parameter divisor = 10,
                parameter tx_num_bits = 8,
                parameter parity = 0)
(
  input logic               clk,
  input logic               RSTn,
  input logic               start,
  input logic[7:0]          data_in,
  output logic              TX
);
logic[7:0] sampled_data;
d_reg #(8) reg_data_in (.d(data_in),
                        .RSTn(RSTn),
                        .clk(clk),
                        .q(sampled_data)
);
logic[31:0] div_param, half_div_param;
logic[3:0] num_bits;
logic parity_bit;
logic[tx_num_bits-1:0] tx_data;
assign div_param = divisor;
assign half_div_param  = {1'b0, div_param[31:1]};
assign num_bits = tx_num_bits;
assign tx_data = sampled_data[tx_num_bits-1:0];
if(parity == 0)
  assign parity_bit = ^tx_data;
else
  assign parity_bit = ~(^tx_data);
parameter IDLE         = 3'b000,
          SYNC         = 3'b001,
          TX_BIT       = 3'b010,
          TX_STOP      = 3'b011,
          TX_START     = 3'b100,
          TX_PARITY    = 3'b101;
logic[2:0] state, next_state;
logic tx_sig;
logic[31:0] baud_count;
logic[3:0] bit_count;
logic start_done;
always_comb
begin
  case(state)
    IDLE :
    begin
      if(start == 1'b1)
        next_state = SYNC;
      else
        next_state = IDLE;
    end
    SYNC :
    begin
      if(bit_count == num_bits)
        if(baud_count == div_param - 32'b1)
          next_state = TX_PARITY;
        else
          next_state = SYNC;
      else if(bit_count == num_bits + 1)
        if(baud_count == div_param - 32'b1)
          next_state = TX_STOP;
        else
          next_state = SYNC;
      else if(start_done == 1'b0)
        if(baud_count == half_div_param - 32'b1)
          next_state = TX_START;
        else
          next_state = SYNC;
      else
        if(baud_count == div_param - 32'b1)
          next_state = TX_BIT;
        else
          next_state = SYNC;
    end
    TX_BIT :
    begin
      next_state = SYNC;
    end
    TX_STOP :
    begin
      next_state = IDLE;
    end
    TX_START :
    begin
      next_state = SYNC;
    end
    TX_PARITY :
    begin
      next_state = SYNC;
    end
    default :
      next_state = IDLE;
    endcase
end
always_ff @(posedge clk or negedge RSTn)
begin
  if (RSTn == 1'b0)
  begin
    tx_sig     <= 1'b1;
    baud_count <= 32'b0;
    bit_count  <= 4'b0;
    start_done <= 1'b0;
  end
  else
  case(state)
    IDLE :
    begin
      tx_sig     <= 1'b1;
      baud_count <= 32'b0;
      bit_count  <= 4'b0;
      start_done <= 1'b0;
    end
    SYNC :
    begin
      tx_sig     <= tx_sig;
      baud_count <= baud_count + 32'b1;
      bit_count  <= bit_count;
      start_done <= start_done;
    end
    TX_BIT :
    begin
      tx_sig     <= sampled_data[bit_count];
      baud_count <= 32'b0;
      bit_count  <= bit_count + 4'b1;
      start_done <= start_done;
    end
    TX_STOP :
    begin
      tx_sig     <= 1'b1;
      baud_count <= 32'b0;
      bit_count  <= 4'b0;
      start_done <= start_done;
    end
    TX_START :
    begin
      tx_sig     <= 1'b0;
      baud_count <= 32'b0;
      bit_count  <= 4'b0;
      start_done <= 1'b1;
    end
    TX_PARITY :
    begin
      tx_sig     <= parity_bit;
      baud_count <= 32'b0;
      bit_count  <= bit_count + 4'b1;
      start_done <= start_done;
    end
    default :
    begin
      tx_sig     <= 1'b1;
      baud_count <= 32'b0;
      bit_count  <= 4'b0;
      start_done <= 1'b0;
    end
  endcase
end
always_ff @(posedge clk or negedge RSTn)
begin
  if (RSTn == 1'b0)
    state <= IDLE;
  else
    state <= next_state;
end
assign TX = tx_sig;
endmodule
File: /design/flow/run.sh
#!/bin/bash
# OpenROAD 26Q1-2900-gdf79404cd8, Yosys 0.63+post, stock flow scripts
make -C /OpenROAD-flow-scripts/flow DESIGN_CONFIG=/design/flow/config.mk WORK_HOME=/design/flow/orfs finish
==> flow_summary.json <==
{
  "worst_pin_slew_ps": 727,
  "hold_violations": 0,
  "max_stage_delay_ps": 530,
  "vdd_ir_drop_max_v": 0.000166,
  "via_count": 4916,
  "lay_top_cells": "dfrtp_1, and2_1, xor2_1, nor2_1, xnor2_1",
  "fmax_ghz": 0.371,
  "grt_usage_pct": 12.1,
  "syn_area_per_cell_um2": 10.7,
  "startpoint_type": "flop",
  "ff_type": "dfrtp_1",
  "seq_area_um2": 3660,
  "finalClockPeriodUsage_pct": 40.9,
  "clock_sinks": 146,
  "clk_pin_slew_ps": 60,
  "grt_pass1_vias": 4738,
  "wl_per_cell_um": 13.1,
  "post-place-ws_ps": 4170,
  "ant_nets": 0,
  "grt.overflow.total": 0,
  "p_leak_nw": 3.70,
  "ys_seq_share_pct": 50.4,
  "cts_hold_buf": 0,
  "comb_area_um2": 3460,
  "antenna_found_initial": 0,
  "syn_inst": 682,
  "viasPerCell": 4.73,
  "yosys_area_um2": 7270,
  "drtIter0Drc": 214,
  "die_x_um": 158,
  "postCtsSetupRepairBufs": 0,
  "cts_tree": "done",
  "setup_viol": 0,
  "async_flop_share_pct": 100,
  "path_cells": "clkdlybuf4s50_1",
  "yosysWarningCount": 0,
  "place_congestion": 0.802,
  "cts-root-buf": "clkbuf_16",
  "firstDrtPassIters": 6,
  "syn_to_final_growth_pct": 16.1,
  "worstPathRequired_ps": 5280,
  "fillers": 2313,
  "final_area_um2": 8430,
  "clk_path_buf_depth": 2,
  "fp-row-count": 56,
  "cts_resized": 0,
  "finalCriticalPeriod_ps": 2700,
  "die_area_um2": 24800,
  "wl_mm": 13.7,
  "crit_path_max_fanout": 2,
  "yosysUniqueCellTypes": 57,
  "cp_top_family": "flip-flops",
  "core_area_um2": 23600,
  "grt_max_degree": 60,
  "place_area_um2": 7830,
  "crit_buf_inv": 1,
  "critPathKind": "reg2out",
  "cp_slowest_cell": "dfstp_2",
  "log.warning_count": 29,
  "layout_top_cell": "dfrtp_1",
  "fin_worst_skew_ps": 9.00,
  "max-cap-violations": 0,
  "synth-seq-cells": 146,
  "max-slew-margin-rel_pct": 51.3,
  "n_antenna_cell": 0,
  "hp-class": "reg2reg",
  "clkLatencyLatePin_ps": 420,
  "status": "finished, final reports clean",
  "io_buffers": 20,
  "fin_tns_setup_ps": 0,
  "dpl.hpwl_mm": 9.00,
  "fp_util_pct": 30.8,
  "cts_buffers": 17,
  "edf_count": 0,
  "syn_area_um2": 7270,
  "fin_ws_ps": 3900,
  "rsz0062_at_grt": "no",
  "drv_slew": 0,
  "ios": 21,
  "post-route-drc-count": 0,
  "htree_levels": 4,
  "cp-end-kind": "output pin",
  "worst_ep_arrival_time_ps": 1380,
  "dieHeight_um": 158,
  "grt_pass1_wl_mm": 23.9,
  "ys_cells": 682,
  "drive_gt1_share_pct": 11.8,
  "powerDensity_nw_per_um2": 228
}
-- logic make-up (layout without fill, tap and decap cells) --
group           Yosys count  after routing  synth area share [%]
fa+ha+maj                10             10                  1.72
simple gates            344            344                  29.0
compound gates           37             37                  3.17
xor+xnor                 90             90                  10.8
flops                   146            146                  50.4
buf+inv                  38             76                  1.98
mux                      17             17                  2.91
-- Yosys cell counts, types with 10 or more instances --
master      n  area [µm²]
ha_1       10         125
nor4_1     25         156
nand4_1    26         163
xnor2_1    39         342
o21ai_0    16        80.1
inv_1      19        71.3
nor3_1     19        95.1
nor2_1     46         173
nand3_1    36         180
clkbuf_1   18        67.6
mux2_2     13         146
nand2_1    38         143
and2_1     52         325
xor2_1     51         447
nor2b_1    11        68.8
dfrtp_1   141        3530
and3_1     20         125
-- state kept, by name (all words and copies together) (netlist names), 3 cells and up --
register	count
tx_fsm.bit_count	4
debouncer.counter	32
rx_fsm.data_out	8
rx_fsm.baud_count	32
rx_fsm.state	6
rx_fsm.bit_count	4
tx_fsm.reg_data_in.q	8
tx_fsm.state	6
debouncer.state	3
tx_fsm.baud_count	32
-- final timing paths --
| kind | start | depth (start not counted) | slack [ps] | endpoint |
|---|---|---|---|---|
| min in group asynchronous | RSTn | 1 | 890 | tx_fsm.baud_count[23] |
| max in group asynchronous | RSTn | 2 | 4710 | debouncer.counter[3] |
| worst min register to register | one_shot.first_d_ff.q | 0 | 350 | one_shot.second_d_ff.q |
| worst max register to register | tx_fsm.bit_count[0] | 7 | 4490 | tx_fsm.state[3] |
| worst max-delay path | tx_fsm.TX | 1 | 3900 | TX |
| worst min-delay path | one_shot.first_d_ff.q | 0 | 350 | one_shot.second_d_ff.q |
-- report_power, final --
part           switching (mW)  leakage (nW)  internal, mW  total, mW
sequential            0.00844          2.00         0.904      0.912
combinational          0.0299          1.42        0.0168     0.0467
clock                   0.381         0.286         0.585      0.965
-- final cells by class --
class / instances / share of cell area [%]
Clock buffer: 20 / 5.41
Tap cell: 319 / 4.73
Sequential cell: 146 / 43.4
Inverter: 19 / 0.846
Clock inverter: 12 / 1.74
Timing Repair Buffer: 25 / 2.83
Multi-Input combinational cell: 498 / 41.0
-- metal layers --
| layer | wire, µm | vias to the layer above | track usage [%] | part of all wire [%] |
|---|---|---|---|---|
| met1 | 7050 | 2398 | 19.3 | 52 |
| met5 | 0 | - | 0 | 0 |
| li1 | - | 2454 | - | - |
| met4 | 174 | 0 | 1.39 | 1.3 |
| met2 | 6000 | 50 | 18.0 | 44 |
| met3 | 441 | 14 | 2.42 | 3.2 |
-- metrics by stage --
step / util, % / power, mW / hold slack (ps) / cells
after global placement: 33.2 / 0.978 / 349 / 1007
after global routing: 35.7 / 2.00 / 376 / 1039
after CTS: 35.7 / 1.95 / 360 / 1039
final: 35.7 / 1.92 / 354 / 1039
after floorplan: - / 0.945 / 331 / 682
after detailed placement: 33.2 / 0.978 / 344 / 1007
Power is estimated from default activity; no workload was simulated.
